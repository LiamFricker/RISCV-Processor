## /design/flow/run.sh

```bash
#!/bin/bash
# OpenROAD 26Q1-2900-gdf79404cd8, Yosys 0.63+post, stock flow scripts
make -C /OpenROAD-flow-scripts/flow DESIGN_CONFIG=/design/flow/config.mk WORK_HOME=/design/flow/orfs finish
```

## /design/flow/config.mk

```make
export PLATFORM = sky130hd
export DESIGN_NAME = processor
export DESIGN_NICKNAME = processor
export VERILOG_FILES = /design/flow/design.v
export SDC_FILE = /design/flow/constraint.sdc
export NUM_CORES = 4
export LEC_CHECK = 1
export CORE_UTILIZATION = 30
export SYNTH_HDL_FRONTEND = slang
```

## /design/flow/constraint.sdc

```tcl
current_design processor

set clk_period 45.0
set clk_io_pct 0.2

create_clock -name clk0 -period $clk_period [get_ports {clk}]

set non_clock_inputs [all_inputs -no_clocks]
set_input_delay [expr $clk_period * $clk_io_pct] -clock clk0 $non_clock_inputs
set_output_delay [expr $clk_period * $clk_io_pct] -clock clk0 [all_outputs]
```

## /design/flow/design.v

```verilog
`timescale 1ns / 1ps
module alu_32(
   input  [31:0] A_in,B_in,         
   input  [3:0]  ALU_Sel,           
   output [31:0] ALU_Out,           
   output reg    Carry_Out,
   output        Zero,              
   output reg    Overflow = 1'b0    
    );
reg [31:0] ALU_Result;
reg [32:0] temp;
reg [32:0] twos_com;  
assign ALU_Out = ALU_Result;  
assign Zero = (ALU_Result == 0);  
always @ (*)
    begin
        Overflow = 1'b0;
        Carry_Out = 1'b0;
        case ( ALU_Sel )
            4'b0000 :  
                ALU_Result = A_in & B_in ;
            4'b0001 :  
                ALU_Result = A_in | B_in ;
            4'b0010 :  
                begin
                    ALU_Result = $signed(A_in) + $signed(B_in);
                    temp = {1'b0, A_in} + {1'b0, B_in};
                    Carry_Out = temp[32];
                    if ((A_in[31] && B_in[31] && ~ALU_Out[31]) || 
                    (~A_in[31] && ~B_in[31] && ALU_Out[31]))
                        Overflow = 1'b1;
                    else
                        Overflow = 1'b0;
                end
            4'b0110:  
                begin
                    ALU_Result = $signed(A_in)- $signed (B_in) ;
                    twos_com = ~(B_in) + 1'b1;
                    if ((A_in[31] && twos_com[31] && ~ALU_Out[31]) ||
                    (~A_in[31] && ~twos_com[31] && ALU_Out[31]))
                        Overflow = 1'b1;
                    else
                        Overflow = 1'b0;
                end
            4'b0111:  
                ALU_Result = ($signed(A_in) < $signed(B_in)) ? 32'd1 : 32'd0;
            4'b1100:  
                ALU_Result = ~(A_in | B_in);
            4'b1111:  
                ALU_Result = (A_in == B_in) ? 32'd1 : 32'd0;
            default: ALU_Result = A_in + B_in;
        endcase
    end
endmodule 
`timescale 1 ns / 1 ps
module ALUController (
    ALUOp, Funct7, Funct3, Operation
    );
    input [1:0] ALUOp;
    input [6:0] Funct7;
    input [2:0] Funct3;
    output [3:0] Operation;
    assign Operation[0] = 
    ((Funct3 == 3'b110) || ((Funct3 == 3'b010) && (ALUOp[0] == 1'b0)))
    ? 1'b1 : 1'b0; 
    assign Operation[1] = ((Funct3 == 3'b000) || (Funct3 == 3'b010)) 
    ? 1'b1 : 1'b0; 
    assign Operation[2] = 
    ((Funct3 == 3'b100) || ((Funct3 == 3'b010) && (ALUOp[0] == 1'b0))
    || ((Funct3 == 3'b000) && (Funct7[5] == 1'b1))) ? 1'b1 : 1'b0; 
    assign Operation[3] = (Funct3 == 3'b100) ? 1'b1 : 1'b0; 
endmodule  
`timescale 1 ns / 1 ps
module Controller (
    Opcode,
    ALUSrc, MemtoReg, RegWrite, MemRead, MemWrite,
    ALUOp
    );
    input [6:0] Opcode;
    output ALUSrc, MemtoReg, RegWrite, MemRead, MemWrite;
    output [1:0] ALUOp;
    assign MemtoReg = (Opcode == 7'b0000011) ? 1'b1 : 1'b0; 
    assign MemWrite = (Opcode == 7'b0100011) ? 1'b1 : 1'b0; 
    assign MemRead = (Opcode == 7'b0000011) ? 1'b1 : 1'b0; 
    assign ALUSrc = ((Opcode == 7'b0000011) || (Opcode == 7'b0100011) || 
        (Opcode == 7'b0010011)) ? 1'b1 : 1'b0; 
    assign RegWrite = (Opcode == 7'b0100011) ? 1'b0 : 1'b1;
    assign ALUOp = ((Opcode == 7'b0000011) || (Opcode == 7'b0100011)) ? 2'b01 :  
        (Opcode == 7'b0010011) ? 2'b00 : (Opcode == 7'b0110011) ? 2'b10 : 2'b11;     
endmodule  
`timescale 1ns / 1ps
module DataMem(MemRead, MemWrite, addr, write_data, read_data);
input MemRead;
input MemWrite; 
input [4:0] addr;
input [31:0] write_data;
output reg [31:0] read_data;
reg [31:0] DataMemory [127:0];
always @(*)     
    begin
         if(MemRead==1'b1)  
            read_data = DataMemory[addr];
         if(MemRead==1'b1)  
            DataMemory[addr] = write_data;
    end  
endmodule  
module data_path #(
    parameter PC_W = 8,        
    parameter INS_W = 32,      
    parameter RF_ADDRESS = 5,  
    parameter DATA_W = 32,     
    parameter DM_ADDRESS = 9,  
    parameter ALU_CC_W = 4     
 )(
    input                  clk ,     
    input                  reset,    
    input                  reg_write,    
    input                  mem2reg,      
    input                  alu_src,      
    input                  mem_write,    
    input                  mem_read,     
    input  [ALU_CC_W-1:0]  alu_cc,       
    output          [6:0]  opcode,       
    output          [6:0]  funct7,       
    output          [2:0]  funct3,       
    output   [DATA_W-1:0]  alu_result    
 );
wire [7:0] PC; 
wire [7:0] PCPlus4; 
wire [31:0] Instruction; 
wire [4:0] rd_addr1_wire; 
wire [4:0] rd_addr2_wire; 
wire [4:0] wrt_addr_wire; 
wire [31:0] WriteBack_Data; 
wire [31:0] Reg1; 
wire [31:0] Reg2; 
wire [31:0] ExtImm; 
wire [31:0] SrcB; 
wire Carry_out; 
wire overflow; 
wire zero; 
wire [31:0] ALU_Result; 
wire DataMem_read; 
FlipFlop ff(.clk(clk), .reset(reset), .d(PCPlus4), .q(PC));
assign PCPlus4 = PC + 4;
InstMem im(.addr(PC), .instruction(Instruction));
assign rd_addr1_wire = Instruction[19:15];
assign rd_addr2_wire = Instruction[24:20];
assign wrt_addr_wire = Instruction[11:7];
assign opcode = Instruction[6:0];
assign funct3 = Instruction[14:12];
assign funct7 = Instruction[31:25];
RegFile rf(.clk(clk), .reset(reset), .rg_wrt_en(reg_write), .rg_wrt_addr(wrt_addr_wire), 
  .rg_rd_addr1(rd_addr1_wire), .rg_rd_addr2(rd_addr2_wire), 
  .rg_wrt_data(WriteBack_Data), .rg_rd_data1(Reg1), .rg_rd_data2(Reg2));
ImmGen ig(.InstCode(Instruction), .ImmOut(ExtImm));
MUX21 m1(.D1(Reg2), .D2(ExtImm), .S(alu_src), .Y(SrcB));
alu_32 a(.A_in(Reg1), .B_in(SrcB), .ALU_Sel(alu_cc), .ALU_Out(ALU_Result), 
.Carry_Out(Carry_out), .Zero(zero), .Overflow(overflow));
assign alu_result = ALU_Result;
DataMem dm(.MemRead(mem_read), .MemWrite(mem_write), .addr(ALU_Result[8:0]), 
.write_data(Reg2), .read_data(DataMem_read));
MUX21 m2(.D1(ALU_Result), .D2(DataMem_read), .S(mem2reg), .Y(WriteBack_Data));
endmodule  
`timescale 1ns / 1ps
module FlipFlop(
   input  clk , reset,
   input  [7:0] d,
   output [7:0] q
   );
reg [7:0] temp_q;   
always @(posedge clk) 
    begin
         if(reset==1'b1)
            temp_q <= 1'b0;
         else
            temp_q <= d;   
    end  
assign q = temp_q;
endmodule  
`timescale 1ns / 1ps
module ImmGen(
    InstCode,
    ImmOut
    );
input [31:0] InstCode ;
output reg [31:0] ImmOut;
always @(InstCode)
    begin
        case (InstCode [6:0])
            7'b0000011:
                ImmOut= {InstCode[31] ? {20{1'b1}} : 20'b0, InstCode[31:20]};
            7'b0010011:
                ImmOut = {InstCode[31] ? {20{1'b1}} : 20'b0, InstCode[31:20]};
            7'b0100011:
                ImmOut = {InstCode[31] ? {20{1'b1}} : 20'b0, InstCode[31:25], InstCode[11:7]};
            7'b0010111:
                ImmOut = {InstCode[31:12], 12'b0};
            default:
                ImmOut = {32'b0};
        endcase
    end
endmodule
`timescale 1ns / 1ps
module InstMem(
  input [7:0] addr,
  output wire [31:0] instruction
);
wire [31:0] memory[0:63];
assign memory[0] = 32'h00007033;  
assign memory[1] = 32'h00100093;  
assign memory[2] = 32'h00200113;  
assign memory[3] = 32'h00308193;  
assign memory[4] = 32'h00408213;  
assign memory[5] = 32'h00510293;  
assign memory[6] = 32'h00610313;  
assign memory[7] = 32'h00718393;  
assign memory[8] = 32'h00208433;  
assign memory[9] = 32'h404404b3;  
assign memory[10] = 32'h00317533;  
assign memory[11] = 32'h0041e5b3;  
assign memory[12] = 32'h0041a633;  
assign memory[13] = 32'h007346b3;  
assign memory[14] = 32'h4d34f713;  
assign memory[15] = 32'h8d35e793;  
assign memory[16] = 32'h4d26a813;  
assign memory[17] = 32'h4d244893;  
assign memory[18] = 32'h02b02823;  
assign memory[19] = 32'h03002603;  
assign instruction = memory[addr[7:2]];
endmodule
`timescale 1ns / 1ps
module MUX21 (
        D1 , D2 , S , Y
);
input S;
input D1;
input D2;
output Y;
wire [32:0] D1;
wire [32:0] D2;
wire [32:0] Y;
assign Y = S ? D2 : D1; 
endmodule 
`timescale 1ns / 1ps
module RegFile(
  input clk, reset, rg_wrt_en,
  input [4:0] rg_wrt_addr, 
  input [4:0] rg_rd_addr1,
  input [4:0] rg_rd_addr2, 
  input [31:0] rg_wrt_data,
  output wire [31:0] rg_rd_data1,
  output wire [31:0] rg_rd_data2
);
reg [31:0] temp_rd_data1;
reg [31:0] temp_rd_data2;
reg [31:0] register_file [31:0];
integer i = 0;
always @(posedge clk or posedge reset) 
    begin
         if(reset==1'b1)  
            for(i = 0; i < 32; i = i + 1)
                begin
                    register_file[i] <= 32'h00000000;
                end
         else  
            if(rg_wrt_en==1'b1)  
                    register_file[rg_wrt_addr] <= rg_wrt_data;
            else  
                begin
                   temp_rd_data1 = register_file[rg_rd_addr1];
                   temp_rd_data2 = register_file[rg_rd_addr2]; 
                end
    end  
assign rg_rd_data1 = register_file[rg_rd_addr1];
assign rg_rd_data2 = register_file[rg_rd_addr2];
endmodule  
`timescale 1ns / 1ps
module processor
(
    input clk , reset ,
    output [31:0] Result
);
    wire [6:0] Op_code;
    wire ALU_Src;
    wire Mem_to_Reg;
    wire Reg_Write;
    wire Mem_Read;
    wire Mem_Write;
    wire [1:0] ALU_Op;
    wire [6:0] Funct_7;
    wire [2:0] Funct_3;
    wire [3:0] Operation;
    Controller controll(.Opcode(Op_code) , .ALUSrc(ALU_Src), .MemtoReg(Mem_to_Reg), 
    .RegWrite(Reg_Write), .MemRead(Mem_Read), .MemWrite(Mem_Write), .ALUOp(ALU_Op));
    ALUController ALU_controll(.ALUOp(ALU_Op), .Funct7(Funct_7), .Funct3(Funct_3), 
        .Operation(Operation));
    data_path dp(.clk(clk), .reset(reset), .reg_write(Reg_Write), .mem2reg(Mem_to_Reg),
    .alu_src(ALU_Src), .mem_write(Mem_Write), .mem_read(Mem_Read), .alu_cc(Operation),
    .opcode(Op_code), .funct7(Funct_7), .funct3(Funct_3), .alu_result(Result));
endmodule  
```

==> flow_metrics.tcl <==
# flow metrics
set metrics [dict create \
    status "completed" \
    start_kind "flip-flop" \
    final.period_utilization_pct 42.6 \
    synthCells 5347 \
    yosys-stat-area_um2 45800 \
    top_cell "nand2_1" \
    enable_flop_cells 0 \
    yosysTopAreaCellShare_pct 44.9 \
    xor_share_pct 0.784 \
    unclocked_regs 33 \
    die-width_um 393 \
    yosys_cells 5347 \
    critPathSlowestCell "a2111oi_0" \
    area_leaders "dfrtp_1 (45%), nand2_1 (12%), o21ai_0 (5.8%), clkbuf_1 (4.9%), mux2i_1 (4.8%)" \
    worstPathArrival_ns 10.18 \
    synth_warnings 1408 \
    warning_count 104 \
    peakVddDrop_uv 33.7 \
    hold_class "flip-flop to flip-flop" \
    dieArea_um2 154000 \
    required_ns 36.00 \
    critPathBufInv 7 \
    comb_area_um2 21700 \
    h-tree-depth 3 \
    coreArea_um2 152000 \
    synth.avg_cell_area_um2 8.57 \
    ys_top_logic_family "simple AND/OR/NAND/NOR gates" \
    grt_pass1_vias 35369 \
    rows 143 \
    grtUsageTotal_pct 19.6 \
    first_pass_iters 6 \
    end_kind "output pin" \
    cts_setup_buffers 0 \
    ctsHoldBuffers 0 \
    finalSetupTns_ns 0 \
    cts_buffers 85 \
    crit_family "AND-OR/OR-AND gates" \
    root_buffer "clkbuf_16" \
    nFillCells 15374 \
    setup_viol 0 \
    finalClockSkew_ns 0.0269 \
    largest_area_cell "dfrtp_1" \
    gp_congestion 0.970 \
    io_pins 34 \
    ant_nets 0 \
    grt_pass1_wl_mm 224 \
    critPathKind "flip-flop to output pin" \
    wl_mm 145 \
    cts_tree "built" \
    ys_sh_adder_pct 2.83 \
    ys_ff 861 \
    first_iter_violations 3322 \
    vias_per_cell 5.21 \
    layout-drive-gt1-share_pct 9.40 \
    io_buffers 33 \
    cp_slowest_stage_delay_ns 0.85 \
    synth_cell_type_count 98 \
    ys_sh_aoi_pct 16.4 \
    wl_per_cell_um 20.8 \
    clkTransAtPathRegs_ns 0.06 \
    regArea_um2 21200 \
    fmax_mhz 52.2 \
    holdWs_ns 0.374 \
    critPathMaxFanout 62 \
    worstMarginPinSlew_ns 0.917 \
    drv_slew 0 \
    maxCapViolCount 0 \
    ys_sh_simple_pct 18.1 \
    clkLatencyLatePin_ns 0.70 \
    grt_max_degree 129 \
    async_reset_ff_share_pct 95.5 \
    initCoreUtil_pct 30.2 \
    ff_type "dfrtp_1" \
    total_leakage_power_nw 22.5 \
    p_per_area_nw_per_um2 56.5 \
    rsz0062_at_grt "no" \
    ys_sh_mux_pct 8.84 \
    untimed_endpoints 33 \
    grt_overflow 0 \
    area_delta_synth_final_pct 9.44 \
    min_period_ns 19.18 \
    cts_buffer_depth 3 \
    syn_area_um2 45800 \
    dp.cells 6842 \
    r2r_slack_ns 35.70 \
    via_count 36433 \
    cts_resized 0 \
    hold_viol 0 \
    dp_hpwl_mm 90.6 \
    die_y_um 393 \
    synthTopCellsByCount "nand2_1 (1444), dfrtp_1 (822), clkbuf_1 (601)" \
    slew_headroom_pct 37.3 \
    fin_cells 6999 \
    antenna_found_initial 2 \
    drc 0 \
]
[sequential cells by signal, summed over array words and instances (netlist names)]
| name | flops |
|---|---|
| dp.dm.DataMemory | 32 |
| dp.ff.q | 6 |
| dp.dm.read_data | 1 |
| dp.rf.register_file | 822 |
[metal layers]
| layer | GRT usage [%] | vias to the layer above | part of all wire (%) |
|---|---|---|---|
| li1 | - | 17202 | - |
| met1 | 27.1 | 17519 | 42 |
| met2 | 29.5 | 1407 | 44 |
| met5 | 0 | - | 0.0089 |
| met3 | 6.55 | 303 | 9.9 |
| met4 | 6.25 | 2 | 4.0 |
[final timing paths]
kind | startpoint | end | cells after the start
setup / recovery | dp.ff.q[2]$_SDFF_PP0_ | Result[30] | 29
hold / removal | dp.rf.register_file[584]$_DFFE_PP0P_ | dp.rf.register_file[584]$_DFFE_PP0P_ | 0
setup reg to reg | dp.ff.q[2]$_SDFF_PP0_ | dp.rf.register_file[222]$_DFFE_PP0P_ | 28
hold reg to reg | dp.rf.register_file[584]$_DFFE_PP0P_ | dp.rf.register_file[584]$_DFFE_PP0P_ | 0
max in group asynchronous | reset | dp.rf.register_file[187]$_DFFE_PP0P_ | 5
min in group asynchronous | reset | dp.rf.register_file[834]$_DFFE_PP0P_ | 2
[power breakdown]
part | switching (W) | internal [W]
Combinational | 0.000742 | 0.000398
Clock | 0.000314 | 0.000440
Sequential | 0.0000794 | 0.000860
[cell usage in the layout, fill, tap and decap left out, types with 26 or more instances in the layout]
| cell | n |
|---|---|
| xor2_1 | 27 |
| a21oi_1 | 117 |
| nor3_1 | 26 |
| nand3_1 | 189 |
| mux4_2 | 56 |
| o21ai_0 | 532 |
| clkbuf_16 | 87 |
| buf_4 | 111 |
| inv_1 | 116 |
| dfrtp_1 | 822 |
| nor2_1 | 146 |
| o21a_1 | 43 |
| clkdlybuf4s50_1 | 33 |
| mux2_2 | 51 |
| a31oi_1 | 57 |
| a311oi_1 | 71 |
| mux2i_1 | 220 |
| and3_1 | 72 |
| o211ai_1 | 44 |
| nand2_1 | 1432 |
| dlxtp_1 | 33 |
| ha_1 | 102 |
| o21ai_1 | 130 |
[per-stage QoR]
| step | power [W] | area, um2 | worst slack [ns] | util, % |
|---|---|---|---|---|
| global route | 0.00301 | 50100 | 25.16 | 33.1 |
| CTS | 0.00284 | 50100 | 25.92 | 33.1 |
| global placement | 0.00207 | 47200 | 26.72 | 31.1 |
| floorplan | 0.00169 | 45800 | 12.91 | - |
| detailed placement | 0.00207 | 47200 | 26.71 | 31.1 |
| finish | 0.00283 | 50200 | 25.82 | 33.1 |
[cells by family after synthesis]
group	count (synthesis)
buffers and inverters	802
AND-OR/OR-AND	1223
flip-flops	828
multiplexers	328
XOR/XNOR	41
adder cells (fa/ha/maj)	103
latches	33
AND/OR/NAND/NOR	1989
[cell type report]
class	instances	share of cell area (%)
Antenna cell	2	0.00998
Clock buffer	118	4.93
Clock inverter	37	1.01
Inverter	118	0.898
Multi-Input combinational cell	3684	43.3
Sequential cell	861	42.2
Tap cell	2030	5.06
Timing Repair Buffer	149	2.52
Power and IR drop assume default switching activity.
